===== design/flow/constraint.sdc =====
current_design pixel_clk_generation

set clk_period 11.6
set clk_io_pct 0.2

create_clock -name clk0 -period $clk_period [get_ports {clk}]

set non_clock_inputs [all_inputs -no_clocks]
set_input_delay [expr $clk_period * $clk_io_pct] -clock clk0 $non_clock_inputs
set_output_delay [expr $clk_period * $clk_io_pct] -clock clk0 [all_outputs]

===== design/flow/run.sh =====
#!/bin/bash
# OpenROAD 26Q1-2900-gdf79404cd8, Yosys 0.63+post, stock flow scripts
make -C /OpenROAD-flow-scripts/flow DESIGN_CONFIG=/design/flow/config.mk WORK_HOME=/design/flow/orfs finish

===== design/flow/design.v =====
`timescale 1ns / 1ps
module digit_rom(input [3:0] rom, input [6:0] row, input [6:0] col,  
    output reg digit
     ); 
    always @ *
    begin
      case (rom)  
        4'd0: digit <= (row <= 6 || row >= 121 || col <= 6 || col >= 57);  
        4'd1: digit <= ((row>=0 && row <= 127) && (col>=28 && col <= 34));  
        4'd2: digit <= (row <= 6 || row >= 121 || (row >= 60 && row <= 66) || (col <=6 && row >=66) || (col >= 57 && row <=60));  
        4'd3: digit <= (row <=6 || row >= 121 || (row >= 60 && row <= 66) || col >= 57);  
        4'd4: digit <= ((row >= 60 && row <= 66) || (col <=6 && row <= 60) || col >= 57);  
        4'd5: digit <= (row <= 6 || row >= 121 || (row >= 60 && row <= 66) || (col <=6 && row <=60) || (col >= 57 && row >= 66));  
        4'd6: digit <= (row <=6 || row >= 121 || (row >= 60 && row <= 66) || col<=6 || (col >= 57 && row >= 66));  
        4'd7: digit <= ((row <= 6 && row > 0) || col >= 57);  
        4'd8: digit <= (row <= 6 || row >= 121 || (row >= 60 && row <= 66) || col <= 6 || col >= 57);  
        4'd9: digit <= (row <= 6 || row >= 121 || (row >= 60 && row <= 66) || col >= 57 || (col <= 6 && row <= 60));  
        4'd10: digit <= (((col>=28 && col <= 34) && (row >= 50 && row <= 55)) || ((col>=28 && col <= 34) && (row >= 71 && row <= 76))); 
        4'd11: digit <= ((col>=28 && col <= 34) && row >=121) ? 1:0;  
        default: digit = 0;  
      endcase
    end  
endmodule
module pixel_clk_generation(
    input clk,input display_on,input [9:0] pixel_x,input [9:0] pixel_y,
    input [5:0] sec,input [5:0] min,input [5:0] hour,input [5:0] curr_hour,input [5:0] curr_min,input [17:0] current,input [17:0] sw_time, 
    input [17:0] date,input [17:0] t,
    output reg [3:0] R_data,output reg [3:0] G_data,output reg [3:0] B_data
    );
    wire [3:0] hr10, hr1, min10, min1, sec10, sec1, yr1000, yr100, yr10, yr1, mon10, mon1, day10, day1, c1, c2, p1, p2;
    assign p1 = 4'd11;  
    assign p2 = 4'd11; 
    assign c1 = 4'd10;  
    assign c2 = 4'd10;
    assign hr10 = (hour / 10) | (curr_hour / 10) | (current[17:12] / 10) | (sw_time[17:12] / 10) | (t[17:12] / 10); 
    assign hr1 = (hour % 10) | (curr_hour % 10) | (current[17:12] % 10) | (sw_time[17:12] % 10) | (t[17:12] % 10);
    assign min10 = (min / 10) | (curr_min / 10) | (current[11:6] / 10) | (sw_time[11:6] / 10) | (t[11:6] / 10);
    assign min1 = (min % 10) | (curr_min % 10) | (current[11:6] % 10) | (sw_time[11:6] % 10) | (t[11:6] % 10);
    assign sec10 = (sec / 10) | (current[5:0] / 10) | (sw_time[5:0] / 10) | (t[5:0] / 10);
    assign sec1 = (sec % 10) | (current[5:0] % 10) | (sw_time[5:0] % 10) | (t[5:0] % 10);
    assign yr1000 = 4'b0010; 
    assign yr100 = 4'b0000; 
    assign yr10 = (date[17:12] / 10) % 10;  
    assign yr1 = date[17:12] % 10;  
    assign mon10 = date[11:6] / 10;  
    assign mon1 = date[11:6] % 10;  
    assign day10 = date[5:0] / 10;  
    assign day1 = date[5:0] % 10;  
    wire digit;  
    reg [3:0] rom;  
    wire [6:0] row;  
    wire [6:0] col;  
    reg [9:0] rom_x;  
    reg [9:0] rom_y;  
    digit_rom digit_rom_inst(.rom(rom), .row(col), .col(row), .digit(digit));
    localparam hr10_x_s = 70;
    localparam hr10_x_e = 134;
    localparam hr1_x_s = 140;
    localparam hr1_x_e = 204;
    localparam min10_x_s = 280;
    localparam min10_x_e = 344;
    localparam min1_x_s = 350;
    localparam min1_x_e = 414;
    localparam sec10_x_s = 490;
    localparam sec10_x_e = 554;
    localparam sec1_x_s = 560;
    localparam sec1_x_e = 624;
    localparam yr1000_x_s = 100;
    localparam yr1000_x_e = 164;
    localparam yr100_x_s = 170;
    localparam yr100_x_e = 234;
    localparam yr10_x_s = 240;
    localparam yr10_x_e = 304;
    localparam yr1_x_s = 310;
    localparam yr1_x_e = 374;
    localparam mon10_x_s = 450;
    localparam mon10_x_e = 514;
    localparam mon1_x_s = 520;
    localparam mon1_x_e = 584;
    localparam day10_x_s = 660;
    localparam day10_x_e = 724;
    localparam day1_x_s = 730;
    localparam day1_x_e = 794;
    localparam c1_x_s = 210;
    localparam c1_x_e = 274;
    localparam c2_x_s = 420;
    localparam c2_x_e = 484;    
    localparam p1_x_s = 380;
    localparam p1_x_e = 444;
    localparam p2_x_s = 590;
    localparam p2_x_e = 654;
    always @ (posedge clk)  
    begin  
      if (display_on)  
      begin 
        if (pixel_y >= 478 && pixel_y <= 605)  
        begin 
           rom_y <= pixel_y - 478;  
           if (pixel_x >= hr10_x_s && pixel_x <= hr10_x_e)  
           begin 
               rom_x <= pixel_x - hr10_x_s;  
               rom <= hr10;  
           end
           else if (pixel_x >= hr1_x_s && pixel_x <= hr1_x_e)  
           begin
               rom_x <= pixel_x - hr1_x_s;  
               rom <= hr1;  
           end
           else if (pixel_x >= min10_x_s && pixel_x <= min10_x_e)  
           begin
               rom_x <= pixel_x - min10_x_s;  
               rom <= min10;  
           end
           else if (pixel_x >= min1_x_s && pixel_x <= min1_x_e)  
           begin
               rom_x <= pixel_x - min1_x_s;  
               rom <= min1;  
           end
           else if (pixel_x >= sec10_x_s && pixel_x <= sec10_x_e)  
           begin
               rom_x <= pixel_x - sec10_x_s;  
               rom <= sec10;  
           end
           else if (pixel_x >= sec1_x_s && pixel_x <= sec1_x_e)  
           begin
               rom_x <= pixel_x - sec1_x_s;  
               rom <= sec1;  
           end
           else if (pixel_x >= c1_x_s && pixel_x <= c1_x_e)  
           begin
               rom_x <= pixel_x - c1_x_s;  
               rom <= c1;  
           end
           else if (pixel_x >= c2_x_s && pixel_x <= c2_x_e)  
           begin
               rom_x <= pixel_x - c2_x_s;  
               rom <= c2;  
           end
           else
           begin 
               rom = 4'b1111;  
           end
        end
        else if (pixel_y >= 100 && pixel_y <= 228)  
        begin
           rom_y <= pixel_y - 100;  
           if (pixel_x >= yr1000_x_s && pixel_x <= yr1000_x_e)  
           begin 
               rom_x <= pixel_x - yr1000_x_s;  
               rom <= yr1000;  
           end
           else if (pixel_x >= yr100_x_s && pixel_x <= yr100_x_e)  
           begin
               rom_x <= pixel_x - yr100_x_s;  
               rom <= yr100;  
           end
           else if (pixel_x >= yr10_x_s && pixel_x <= yr10_x_e)  
           begin
               rom_x <= pixel_x - yr10_x_s;  
               rom <= yr10;  
           end
           else if (pixel_x >= yr1_x_s && pixel_x <= yr1_x_e)  
           begin
               rom_x <= pixel_x - yr1_x_s;  
               rom <= yr1;  
           end
           else if (pixel_x >= mon10_x_s && pixel_x <= mon10_x_e)  
           begin
               rom_x <= pixel_x - mon10_x_s;  
               rom <= mon10;  
           end
           else if (pixel_x >= mon1_x_s && pixel_x <= mon1_x_e)  
           begin
               rom_x <= pixel_x - mon1_x_s;  
               rom <= mon1;  
           end
           else if (pixel_x >= day10_x_s && pixel_x <= day10_x_e)  
           begin
               rom_x <= pixel_x - day10_x_s;  
               rom <= day10;  
           end
           else if (pixel_x >= day1_x_s && pixel_x <= day1_x_e)  
           begin
               rom_x <= pixel_x - day1_x_s;  
               rom <= day1;  
           end
           else if (pixel_x >= p1_x_s && pixel_x <= p1_x_e)  
           begin
               rom_x = pixel_x - p1_x_s;  
               rom = p1;  
           end
           else if (pixel_x >= p2_x_s && pixel_x <= p2_x_e)  
           begin
               rom_x <= pixel_x - p2_x_s;  
               rom <= p2;  
           end
           else
           begin 
               rom <= 4'b1111;  
           end
        end
        else
        begin 
           rom <= 4'b1111;  
        end
        if (digit)  
        begin 
            R_data <= 4'b1111;
            G_data <= 4'b1111;
            B_data <= 4'b1111;
        end 
        else 
        begin 
            R_data <= 4'b0000;
            G_data <= 4'b0000;
            B_data <= 4'b0000;
        end
      end
      else 
      begin 
        R_data <= 4'b0000;
        G_data <= 4'b0000;
        B_data <= 4'b0000;
      end 
    end    
    assign row = rom_x [6:0];  
    assign col = rom_y [6:0];  
endmodule

===== design/flow/config.mk =====
export PLATFORM = sky130hd
export DESIGN_NAME = pixel_clk_generation
export DESIGN_NICKNAME = pixel_clk_generation
export VERILOG_FILES = /design/flow/design.v
export SDC_FILE = /design/flow/constraint.sdc
export NUM_CORES = 4
export LEC_CHECK = 1
export CORE_UTILIZATION = 50

==> reports/metrics.json <==
{
  "proportion_of_power_drawn_by_the_clock_network_pct": 9.2,
  "cellPowerDensity_nw_per_um2": 67.4,
  "timing.hold.worst.start": "rom[2]$_DFFE_PP_",
  "final_critical_path_setup_slack_ps": 2840,
  "clockRootBuffer": "sky130_fd_sc_hd__clkbuf_16",
  "worst_skew_pair.late_latency_ps": 240,
  "regToRegSetupSlack_ps": 9240,
  "maxSlewHeadroom_pct": 39.8,
  "coreArea_um2": 18700,
  "global_route.overflow_total": 0,
  "timing.critical_path.fanout_max": 24,
  "maxClockFrequency_mhz": 114,
  "setup_viol_count_final": 0,
  "warning_count": 58,
  "die_x_um": 140,
  "rsz_0062_raised_after_global_routing": "no",
  "run_status": "finished, final reports clean",
  "switching_part_of_the_total_pct": 50.0,
  "post_drt_via_cell_ratio": 6.95,
  "maxCapViolCount": 0,
  "max-vdd-ir-drop_mv": 0.0453,
  "drv_slew": 0,
  "clock_tree.htree_level_count": 1,
  "clk_transition_reported_paths_ps": 50,
  "synth-cells-yosys": 1409,
  "synth-seq-cells": 19,
  "critical_path.reg2reg.startpoint": "rom_y[1]$_DFFE_PP_",
  "total_drc_errors_in_the_routed_layout": 0,
  "cts-root-to-sink-buffers": 2,
  "routedWlPerCell_um": 22.9,
  "fp_util_pct": 51.1,
  "power.net_switching_uw": 372,
  "maximum_number_of_pins_on_one_net_before_global_route_repair": 39,
  "areaGrowthSynthToFinish_pct": 15.4,
  "cts_inserted_buffers": 3,
  "aggregate_routed_wire_length_um": 39400,
  "power.sequential.fraction_pct": 12.1,
  "cts_sinks": 19,
  "io_buffer_count": 135,
  "ff_type": "sky130_fd_sc_hd__edfxtp_1",
  "synth_chip_area_um2": 9550,
  "die-height_um": 140,
  "leakage_nw": 4.27,
  "first_pass_grt_wire_length_um": 61500,
  "cts_hold_bufs": 0,
  "number_of_nets_with_antenna_violations_after_routing": 0,
  "regToRegEndpoint": "B_data[2]$_SDFF_PN0_",
  "cell_internal_pwr_uw": 371,
  "chip_area_um2": 19700,
  "synth.cell_area_um2": 9550,
  "track_usage_pct": 40.5,
  "n_fill_cell": 1725,
  "power.combinational.fraction_pct": 78.7,
  "vias": 11900,
  "final.setup_skew_ps": 1.71,
  "row_count": 50,
  "wp_data_required_ps": 11580,
  "post_synth_num_cell_types": 115,
  "dpl_cell_area_um2": 10900,
  "postCtsResizedCells": 0,
  "worst_slew_pin_slew_ps": 901,
  "postSynthCellCount": 1409,
  "first_global_vias": 11100,
  "gp_congestion": 1.12,
  "layout-drive-gt1-share_pct": 8.15,
  "finalInstanceArea_um2": 11000,
  "drt-initial-drc-count": 1196,
  "ff2ff_path_depth": 10,
  "postCtsSetupBuffers": 0,
  "io_pins": 136,
  "min_delay_path_depth": 2,
  "finalWorstPathRequiredPeriod_ps": 8760,
  "worst-endpoint-arrival_ps": 8740,
  "holdCritPathClass": "reg -> reg",
  "ys_seq_share_pct": 5.87,
  "antenna-diode-count": 0,
  "syn-mean-instance-area_um2": 6.78,
  "ys_async_sr_fraction_pct": 0,
  "finalHoldViolations": 0,
  "min_delay_worst_endpoint": "B_data[2]$_SDFF_PN0_",
  "critical_path.endpoint_type": "register",
  "edf_count": 18,
  "place.detailed.hpwl_um": 31200,
  "yosys_warnings": 2,
  "critPathLaunchType": "primary input",
  "detail_route.first_pass.iterations": 5,
  "post-place-ws_ps": 2720,
  "setup.worst_path.class": "in -> reg",
  "tritoncts": "done",
  "grt_antenna_before_repair": 0,
  "final_min_period_over_clock_period_pct": 75.6,
  "setup_total_neg_slack_ps": 0
}
[sequential cells by signal (all words and copies together) (netlist names)]
signal / flops
B_data: 1
rom: 4
rom_x: 7
rom_y: 7
[cells in the mapped netlist, drive strengths merged (7+ instances only)]
library cell	count	area share (%)
a211oi	24	2.0
a21boi	14	1.1
a21o	20	1.6
a21oi	113	6.0
a221oi	16	1.5
a311oi	22	2.5
a31oi	41	2.8
and2	22	1.4
and3	18	1.2
buf	55	3.8
clkbuf	40	1.6
edfxtp	18	5.7
ha	69	9.0
inv	92	3.6
mux2	22	2.6
mux2i	13	1.4
nand2	127	5.0
nand2b	17	1.2
nand3	65	3.4
nand3b	9	0.71
nand4	17	1.1
nor2	103	4.2
nor2b	14	0.92
nor3	41	2.3
nor4	8	0.75
o2111ai	11	1.0
o211ai	36	2.9
o21a	11	0.88
o21ai	124	6.6
o221ai	15	1.4
o22a	7	0.65
o22ai	15	0.98
o311ai	12	1.2
o31ai	12	1.0
o32ai	8	0.73
or3	9	0.59
xnor2	21	1.9
[layout by cell type (no fill, tap or decap), types with 16 or more instances in the layout]
| cell | synthesis | layout |
|---|---|---|
| sky130_fd_sc_hd__clkdlybuf4s50_1 | 0 | 135 |
| sky130_fd_sc_hd__nand2_1 | 127 | 127 |
| sky130_fd_sc_hd__o21ai_0 | 116 | 116 |
| sky130_fd_sc_hd__a21oi_1 | 112 | 112 |
| sky130_fd_sc_hd__nor2_1 | 101 | 100 |
| sky130_fd_sc_hd__inv_1 | 84 | 84 |
| sky130_fd_sc_hd__ha_1 | 69 | 69 |
| sky130_fd_sc_hd__nand3_1 | 65 | 65 |
| sky130_fd_sc_hd__a31oi_1 | 40 | 40 |
| sky130_fd_sc_hd__nor3_1 | 38 | 38 |
| sky130_fd_sc_hd__o211ai_1 | 34 | 34 |
| sky130_fd_sc_hd__buf_4 | 22 | 31 |
| sky130_fd_sc_hd__a211oi_1 | 22 | 22 |
| sky130_fd_sc_hd__and2_1 | 22 | 22 |
| sky130_fd_sc_hd__xnor2_1 | 21 | 21 |
| sky130_fd_sc_hd__a21o_1 | 20 | 20 |
| sky130_fd_sc_hd__a311oi_1 | 18 | 18 |
| sky130_fd_sc_hd__and3_1 | 18 | 18 |
| sky130_fd_sc_hd__mux2_2 | 18 | 18 |
| sky130_fd_sc_hd__edfxtp_1 | 18 | 18 |
| sky130_fd_sc_hd__nand4_1 | 17 | 17 |
| sky130_fd_sc_hd__nand2b_1 | 16 | 16 |
[through the flow]
step                      hold slack (ps)  instances  power (mW)  utilization [%]
after global routing                  817       1718       0.801             58.9
after global placement                747       1714       0.659             58.5
after detailed placement              752       1714       0.659             58.5
after floorplan                       676       1409       0.482                -
final                                 760       1718       0.743             58.9
after CTS                             764       1718       0.731             58.9
[layer usage]
layer	vias up	GRT usage, %	part of all wire (%)
met5	-	0	0
met1	5418	53.2	40
met2	747	61.1	43
li1	5591	-	-
met3	178	7.98	10
met4	0	26.0	7.1
[power groups by stage]
stage / Sequential [mW] / Clock [mW] / Combinational (mW)
4_1_cts: 0.0898 / 0.0701 / 0.571
6_report: 0.0899 / 0.0685 / 0.585
5_1_grt: 0.0908 / 0.0729 / 0.638
[layout make-up]
cell class / instances / area [um2] / share of cell area (%)
multi-input combinational: 1201 / 8150 / 74.0
timing repair buffer: 166 / 1580 / 14.4
sequential: 19 / 561 / 5.09
inverter: 94 / 353 / 3.20
tap: 234 / 293 / 2.66
clock buffer: 4 / 78.8 / 0.715
[kinds of logic (layout without fill, tap and decap cells)]
logic type      count (synthesis)  after routing  share of synthesized area (%)
fa+ha+maj                      71             71                           9.27
buf+inv                       189            264                           9.05
xor+xnor                       24             24                           2.20
flops                          19             19                           5.87
mux                            36             36                           4.19
simple gates                  486            486                           26.2
compound gates                584            584                           43.2
[worst max-delay path by stage]
stage / from / end / depth (start not counted)
CTS: pixel_x[4] / rom[3]$_DFFE_PP_ / 23
finish: pixel_x[3] / rom[3]$_DFFE_PP_ / 19
global route: pixel_x[4] / rom[3]$_DFFE_PP_ / 19
[critical path, cell delays in order]
cell and delay, ps:
sky130_fd_sc_hd__clkdlybuf4s50_1 980, sky130_fd_sc_hd__ha_1 690, sky130_fd_sc_hd__a31oi_1 280, sky130_fd_sc_hd__o211ai_2 210, sky130_fd_sc_hd__buf_4 290, sky130_fd_sc_hd__nand2_1 360, sky130_fd_sc_hd__a2111oi_1 680, sky130_fd_sc_hd__o32ai_1 230
sky130_fd_sc_hd__o21ai_0 470, sky130_fd_sc_hd__inv_1 130, sky130_fd_sc_hd__ha_1 250, sky130_fd_sc_hd__a32o_1 250, sky130_fd_sc_hd__nor2_1 240, sky130_fd_sc_hd__xnor2_1 110, sky130_fd_sc_hd__ha_1 210, sky130_fd_sc_hd__a2111oi_1 420
sky130_fd_sc_hd__o211ai_1 170, sky130_fd_sc_hd__o31ai_1 280, sky130_fd_sc_hd__o211ai_1 130
Power is estimated from default activity; no workload was simulated.
