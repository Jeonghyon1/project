File: /design/flow/config.mk
export PLATFORM = sky130hd
export DESIGN_NAME = show_digit
export DESIGN_NICKNAME = show_digit
export VERILOG_FILES = /design/flow/design.v
export SDC_FILE = /design/flow/constraint.sdc
export NUM_CORES = 4
export LEC_CHECK = 1
export CORE_UTILIZATION = 40
File: /design/flow/constraint.sdc
current_design show_digit

set clk_period 2.8
set clk_io_pct 0.2

create_clock -name clk0 -period $clk_period [get_ports {clk}]

set non_clock_inputs [all_inputs -no_clocks]
set_input_delay [expr $clk_period * $clk_io_pct] -clock clk0 $non_clock_inputs
set_output_delay [expr $clk_period * $clk_io_pct] -clock clk0 [all_outputs]
File: /design/flow/design.v
module seg7(
    input [3:0] n,
    output [7:0] seg
    );
    assign seg[0] = n==0 || n==2 || n==3 || n==5 || n==6 || n==7 || n==8 || n==9;
    assign seg[1] = n==0 || n==1 || n==2 || n==3 || n==4 || n==7 || n==8 || n==9;
    assign seg[2] = n==0 || n==1 || n==3 || n==4 || n==5 || n==6 || n==7 || n==8 || n==9;
    assign seg[3] = n==0 || n==2 || n==3 || n==5 || n==6 || n==8 || n==9;
    assign seg[4] = n==0 || n==2 || n==6 || n==8;
    assign seg[5] = n==0 || n==4 || n==5 || n==6 || n==7 || n==8 || n==9;
    assign seg[6] = n==2 || n==3 || n==4 || n==5 || n==6 || n==8 || n==9;
    assign seg[7] = 1'bz;
endmodule
module show_digit(
		input clk, rstb,dot,
		input [31:0] numbers,
		output [7:0] digit,
		output reg [7:0] seg_data
	);
	wire [7:0]data[7:0];
	genvar i;
	generate for(i=0;i<8;i=i+1) begin
		seg7 seg(.n(numbers[4*i+3:4*i]),.seg(data[i]));
	end endgenerate
	reg [2:0]d;
	assign digit = 2**d;
	always@(posedge clk or negedge rstb) begin
		if (!rstb) begin
			d = 0;
			seg_data = 0;
		end
		else begin
			d = d + 1;
			seg_data = data[7-d];
			seg_data[7] = dot & (d==7 | d==5 | d==3);
		end
	end
endmodule
File: /design/flow/run.sh
#!/bin/bash
# OpenROAD 26Q1-2900-gdf79404cd8, Yosys 0.63+post, stock flow scripts
make -C /OpenROAD-flow-scripts/flow DESIGN_CONFIG=/design/flow/config.mk WORK_HOME=/design/flow/orfs finish
==> flow_summary.yaml <==
# generated from flow reports
final_timing:
  hold_viol_final: 0
  fmax_mhz: 417
  rsz0062_at_grt: "false"
  setup_tns_ns: 0
  fin_crit_ns: 2.40
  period_used_pct: 85.6
  worst_slew_pin_slew_ns: 0.656
  setup_violations: 0
  fin_skew_ns: 0.00323
  maxSlewViolCount: 0
  slew_headroom_pct: 55.2
logic_synthesis:
  ys_seq_elements: 11
  synth_cell_types: 56
  yosysWarnings: 2
  topCellsByArea: "dfrtp_1, a21oi_1, nor2_1, nor2b_1, ha_1"
  synthArstFlopShare_pct: 100
  ys_sh_mux_pct: 0
  top_area_cell: "dfrtp_1"
  ys_sh_simple_pct: 31.3
  synth_area_um2: 1800
  ys_cells: 266
  synth_cells: 266
  yosys_area_um2: 1800
  edf_count: 0
  top_area_share_pct: 15.3
  ys_seq_share_pct: 15.3
  yosys.area_share.aoi_pct: 36.7
  synth-adder-area-share_pct: 4.18
  logic_family: "AND-OR/OR-AND gates"
  ys_top_cells_by_count: "a21oi_1, nor2_1, nand2_1"
  ys_sh_xor_pct: 2.44
  avgSynthCellArea_um2: 6.75
  flop_cell: "dfrtp_1"
detailed_routing:
  drtAntennaViolNets: 0
  via_count: 2000
  drc: 0
  drtPass1Iterations: 4
  routed_wl_um: 4920
  antennaDiodeCount: 0
  wl_per_cell_um: 14.1
  vias_per_cell: 5.75
  drt-initial-drc-count: 63
worst_setup_path:
  startpoint_type: "flip-flop"
  crit_chain: "ha_1 > ha_1 > buf_4 > nand2b_1 > a221oi_1 > a32o_2 > nor4_2 > a31oi_1"
  cp_common_cell: "ha_1"
  cp_slowest_cell: "ha_1"
  worstPathMaxFanout: 9
  path_class: "reg -> reg"
  endpoint_kind: "flip-flop"
  critPathTopFamily: "adder cells"
  cp_slowest_stage_delay_ns: 0.46
  critPathRequiredTime_ns: 2.90
  worst-r2r-setup-slack_ns: 0.40
  critical_path_arrival_ns: 2.50
  crit_buf_inv: 1
clock_network:
  clock.latency.late_pin_ns: 0.23
  cts.path.max_buffers: 2
  numCtsBuffers: 3
  clkTransAtPathRegs_ns: 0.05
  hold_buffers: 0
  tritoncts: "yes"
  post-cts-setup-buffers: 0
  cts.sinks: 11
  cts_root_buffer: "clkbuf_8"
  htree_levels: 1
  postCtsResizedCells: 0
power:
  p_int_mw: 0.372
  combPwrFrac_pct: 39.6
  p_leak_nw: 0.884
  power.total_mw: 0.532
  p_sw_mw: 0.160
  powerDensity_nw_per_um2: 231
  vdd_drop_max_v: 0.000126
  p_seq_share_pct: 32.0
  clkPwrFrac_pct: 28.5
  swShare_pct: 30.1
placement:
  place_area_um2: 2260
  portBuffers: 50
  gp_congestion: 0.915
  dp_hpwl_um: 3900
global_routing:
  grt_pass1_vias: 1541
  grt_max_degree: 14
  grt_antenna_before_repair: 0
  grt_pass1_wl_um: 7530
  grt_usage_pct: 21.6
  grt_overflow: 0
layout:
  layout-drive-gt1-share_pct: 5.03
  nFillCells: 425
  final_area_um2: 2300
  areaGrowthSynthToFinish_pct: 28.3
floorplan:
  initCoreUtil_pct: 43.3
  die_x_um: 69.0
  fp-row-count: 23
  dieArea_um2: 4760
  core_um2: 4140
  die_h_um: 69.0
  io_pins: 51
job:
  warnings: 30
  drv_cap: 0
run_status:
  status: "finished clean"
min_path:
  hold_path.class: "reg -> reg"
[metrics by stage]
| stage | hold WS, ns | worst slack, ns | util, % | instances |
|---|---|---|---|---|
| final | 0.533 | 0.403 | 55.6 | 348 |
| after floorplan | 0.264 | 0.884 | - | 266 |
| after detailed placement | 0.532 | 0.320 | 54.5 | 344 |
| after global placement | 0.528 | 0.353 | 54.5 | 344 |
| after global routing | 0.557 | 0.253 | 55.6 | 348 |
| after CTS | 0.539 | 0.373 | 55.6 | 348 |
[layout make-up]
cell class,instances,area [um2],area share (%)
inverter,13,48.8,2.12
sequential,11,275,12.0
tap,50,62.6,2.72
clock inverter,1,5.00,0.217
multi-input combinational,216,1340,58.2
timing repair buffer,54,531,23.0
clock buffer,3,41.3,1.79
[sequential cells by signal (all words and copies together) (netlist names)]
register and count:
d 3, seg_data 8
[cell usage in the layout (no fill, tap or decap), types with 5 or more instances in the layout]
| master | synthesis | routed |
|---|---|---|
| clkdlybuf4s50_1 | 0 | 50 |
| nor2_1 | 26 | 26 |
| a21oi_1 | 26 | 26 |
| nand2_1 | 19 | 19 |
| o21ai_0 | 14 | 14 |
| nor2b_1 | 14 | 14 |
| inv_1 | 13 | 13 |
| dfrtp_1 | 11 | 11 |
| nor3_1 | 9 | 9 |
| o22ai_1 | 7 | 7 |
| nand3_1 | 7 | 7 |
| a31oi_1 | 6 | 6 |
| nand2b_1 | 6 | 6 |
| ha_1 | 6 | 6 |
| and2_1 | 5 | 5 |
| nand4_1 | 5 | 5 |
| o21a_1 | 5 | 5 |
[routing by layer]
metal	vias up	share of wire (%)	routed length [um]	global-route usage, %
li1	1043	-	-	-
met1	898	50	2470	34.3
met2	55	44	2170	33.4
met3	4	5.3	262	1.00
met4	0	0.55	27	1.79
met5	-	0	0	0
[path summary, 6_finish.rpt]
kind | from | to | cells after the start
worst max-delay path | d[0] | seg_data[0] | 8
worst min-delay path | d[0] | d[0] | 1
worst max register to register | d[0] | seg_data[0] | 8
worst min register to register | d[0] | d[0] | 1
max in group asynchronous | rstb | seg_data[3] | 1
min in group asynchronous | rstb | d[0] | 1
[power groups by stage]
stage	clock network, mW	logic (mW)	registers [mW]
final	0.151	0.210	0.170
after global routing	0.164	0.233	0.171
after CTS	0.156	0.210	0.170
[kinds of logic after synthesis]
group | count (synthesis)
fa+ha+maj | 6
xor+xnor | 5
simple gates | 107
buf+inv | 39
compound gates | 98
flops | 11
Power figures rest on the tool's default switching activity, not on a simulated workload.
